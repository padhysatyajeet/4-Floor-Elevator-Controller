==> flow/design.v <==
module ElevatorController(
    input clk, reset,
    input [3:0] floor_btn,       
    input [3:0] call_btn,        
    input overload,
    input door_closed,
    output reg move_up,
    output reg move_down,
    output reg open_door,
    output reg busy,
    output reg [1:0] current_floor
);
    parameter IDLE               = 3'b000,
              MOVING_UP          = 3'b001,
              MOVING_DOWN        = 3'b010,
              OPEN_DOOR          = 3'b011,
              WAIT_FOR_DOOR_CLOSE= 3'b100,
              OVERLOAD_STATE     = 3'b101;
    reg [2:0] state, next_state;
    reg [3:0] requests;
    reg [1:0] target_floor;  
    always @(*) begin
        requests = floor_btn | call_btn;
    end
    always @(*) begin
        if (requests[0])
            target_floor = 2'd0;
        else if (requests[1])
            target_floor = 2'd1;
        else if (requests[2])
            target_floor = 2'd2;
        else if (requests[3])
            target_floor = 2'd3;
        else
            target_floor = current_floor;
    end
    always @(posedge clk or posedge reset) begin
        if (reset) begin
            state <= IDLE;
            current_floor <= 2'd0;
        end else begin
            state <= next_state;
        end
    end
    always @(*) begin
        move_up = 0;
        move_down = 0;
        open_door = 0;
        busy = 1;
        next_state = state;
        case (state)
            IDLE: begin
                busy = 0;
                if (overload)
                    next_state = OVERLOAD_STATE;
                else if (requests[current_floor])
                    next_state = OPEN_DOOR;
                else if (|requests) begin
                    if (target_floor > current_floor)
                        next_state = MOVING_UP;
                    else if (target_floor < current_floor)
                        next_state = MOVING_DOWN;
                end
            end
            MOVING_UP: begin
                move_up = 1;
                if (current_floor < 3)
                    next_state = OPEN_DOOR;
            end
            MOVING_DOWN: begin
                move_down = 1;
                if (current_floor > 0)
                    next_state = OPEN_DOOR;
            end
            OPEN_DOOR: begin
                open_door = 1;
                next_state = WAIT_FOR_DOOR_CLOSE;
            end
            WAIT_FOR_DOOR_CLOSE: begin
                if (overload)
                    next_state = OVERLOAD_STATE;
                else if (door_closed)
                    next_state = IDLE;
            end
            OVERLOAD_STATE: begin
                open_door = 1;
                if (!overload && door_closed)
                    next_state = IDLE;
            end
        endcase
    end
    always @(posedge clk or posedge reset) begin
        if (reset)
            current_floor <= 0;
        else if (move_up && current_floor < 3)
            current_floor <= current_floor + 1;
        else if (move_down && current_floor > 0)
            current_floor <= current_floor - 1;
    end
endmodule
==> flow/run.sh <==
#!/bin/bash
# OpenROAD 26Q1-2900-gdf79404cd8, Yosys 0.63+post, stock flow scripts
make -C /OpenROAD-flow-scripts/flow DESIGN_CONFIG=/design/flow/config.mk WORK_HOME=/design/flow/orfs finish
==> flow/config.mk <==
export PLATFORM = sky130hd
export DESIGN_NAME = ElevatorController
export DESIGN_NICKNAME = ElevatorController
export VERILOG_FILES = /design/flow/design.v
export SDC_FILE = /design/flow/constraint.sdc
export NUM_CORES = 4
export LEC_CHECK = 1
export CORE_AREA = 10 10 70 70
export DIE_AREA = 0 0 80 80
==> flow/constraint.sdc <==
current_design ElevatorController

set clk_period 1.8
set clk_io_pct 0.2

create_clock -name clk0 -period $clk_period [get_ports {clk}]

set non_clock_inputs [all_inputs -no_clocks]
set_input_delay [expr $clk_period * $clk_io_pct] -clock clk0 $non_clock_inputs
set_output_delay [expr $clk_period * $clk_io_pct] -clock clk0 [all_outputs]
==> reports/results.env <==
TIMING_HOLD_VIOLATIONS_FINAL=0
CTS_ROOT_BUFFER='clkbuf_4'
HOLD_PATH.CLASS='in2async'
GRT_MAX_DEGREE=6
TRITONCTS='built'
CTSHOLDBUFFERS=0
GRTUSAGETOTAL_PCT=2.56
NET-SWITCHING-POWER_uW=62.5
REG2REG_FROM='state[0]'
TIMING.CLOCK.SKEW_NS=0.00175
FINAL.HOLD.WORST_SLACK_NS=0.313
POWER.DENSITY_nW_PER_UM2=605
CLKPWRFRAC_PCT=47.1
REGISTERS.TOP_BY_FF_COUNT='state'
RUN_STATUS='completed'
COMB_POWER_SHARE_PCT=13.0
DP.FINAL_HPWL_UM=667
INITIAL_ANTENNA_VIOLATION_COUNT=0
SETUP-TNS-FINAL_NS=0
SYNTH.YOSYS.CHIP_AREA_UM2=260
SYN-MEAN-INSTANCE-AREA_UM2=9.64
WARNING_COUNT=25
FINAL_CRITICAL_PERIOD_NS=1.72
FMAX_ACHIEVED_MHz=583
GLOBAL_ROUTE.OVERFLOW_TOTAL=0
INTPOWER_uW=222
SETUP_VIOL_COUNT_FINAL=0
CRITPATHKIND='reg2out'
SYNTH_STAT.CELLS=27
FP_UTIL_PCT=7.62
CRIT_PATH_CELLS='or2_2 > clkdlybuf4s50_1'
SYN-INSTANCE-COUNT=27
YOSYS.CELL_TYPES.COUNT=14
DRT_WL_TOTAL_UM=741
P_SEQ_SHARE_PCT=39.9
DETAILROUTE.VIA_COUNT=234
CLOCK_SINKS=5
COREAREA_UM2=3420
PATH_BUFFERS=1
CRITICAL_PATH_ARRIVAL_NS=1.36
GP_CONGESTION=0.753
LEAKAGE_nW=0.192
MAX_CAP_VIOL_COUNT=0
CRIT_SLOWEST_CELL='clkdlybuf4s50_1'
CLOCK_LATENCY_NS=0.25
VIAS_PER_CELL=2.60
CP_STARTPOINT_KIND='register'
DETAIL-ROUTE-ANTENNA-NETS=0
ENDPOINT_KIND='primary output'
DRT_FIRST_PASS_ITERS=2
YS_SEQ_SHARE_PCT=48.6
FIRST_PASS_GRT_WIRE_LENGTH_UM=1260
NUMCTSBUFFERS=3
DETAIL_ROUTE.ITER0.VIOLATIONS=4
INSERTEDDIODECOUNT=0
FINALCRITPERIODSHARE_PCT=95.4
RESIDUAL_DRC=0
MAX_STAGE_DELAY_NS=0.43
YOSYSWARNINGCOUNT=5
TIMING.CRITICAL_PATH.REQUIRED_NS=1.44
CTSRESIZECOUNT=0
NUM_ROWS=21
HTREE_LEVELS=1
CRITICAL-PATH-TOP-DELAY-FAMILY='buffers and inverters'
FP.DIEAREA_UM2=6400
LAYOUT.FILLER_CELLS=404
POWER.SHARE.SWITCHING_PCT=22.0
BUFFERS_INSERTED_BY_POST_CTS_TIMING_REPAIR=0
PEAKVDDDROP_V=0.000374
IO_BUFFER_COUNT=14
IO_PINS=18
DRV_SLEW=0
CLOCKBUFFERDEPTH=2
GRT_SETUP_UNREPAIRED='false'
NUMPLACEDINSTANCES=86
DIE_W_UM=80
BIGGESTREGSBYFLOPS='state (5)'
SYNTH-SEQ-CELLS=5
VIA_COUNT_OF_THE_FIRST_GLOBAL_ROUTING_PASS=275
ROUTED_WIRE_LENGTH_PER_INSTANCE_UM=8.23
SYN_AREA_UM2=260
SYN_TO_FINAL_GROWTH_PCT=80.3
LARGEST_REGISTER_FF_COUNT=5
DRIVE_GT1_SHARE_PCT=13.6
AREA_OCCUPIED_BY_REGISTERS_UM2=126
WORSTPATHMAXFANOUT=3
DIE-HEIGHT_UM=80
INSTANCES_NO_FILL=90
CTS.CLK_SLEW.WORST_PATHS_NS=0.04
MULTI_INPUT_COMB_AREA_UM2=104
CP-STARTPOINT='state[4]'
==> worst reg2reg max path: cells and delay by family, from the launching register on <==
kind,cells,cell delay [ns]
compound gates,1,0.23
flops,1,0.53
buf+inv,1,0.06
==> cell usage in the layout, fill, tap and decap left out <==
master / instances
dfstp_2: 1
clkbuf_4: 3
a21o_1: 1
dfrtp_1: 4
a21oi_1: 3
clkbuf_1: 1
nand3b_1: 1
o31ai_1: 1
or2_2: 1
nor4_4: 1
o32ai_1: 1
clkdlybuf4s50_1: 14
inv_1: 4
nand2_1: 1
conb_1: 3
nor2_1: 4
==> cell usage after synthesis <==
| library cell | number | share of area (%) |
|---|---|---|
| nor4_4 | 1 | 8.2 |
| or2_2 | 1 | 2.4 |
| dfstp_2 | 1 | 10 |
| conb_1 | 1 | 1.4 |
| a21oi_1 | 3 | 5.8 |
| inv_1 | 4 | 5.8 |
| nand3b_1 | 1 | 2.9 |
| o31ai_1 | 1 | 2.9 |
| dfrtp_1 | 4 | 38 |
| o32ai_1 | 1 | 3.4 |
| buf_4 | 3 | 8.7 |
| nand2_1 | 1 | 1.4 |
| nor2_1 | 4 | 5.8 |
| a21o_1 | 1 | 2.9 |
==> worst paths after layout <==
| check | to | slack, ns | cells after the start |
|---|---|---|---|
| worst max-delay path | open_door | 0.08 | 2 |
| worst min-delay path | state[1] | 0.31 | 2 |
| worst max register to register | state[5] | 0.89 | 2 |
| worst min register to register | state[1] | 0.45 | 1 |
| max in group asynchronous | state[0] | 1.25 | 2 |
| min in group clk0 | state[1] | 0.45 | 1 |
==> metal layers <==
metal | share of wire [%] | wire length, µm | global-route usage, %
met4 | 0 | 0 | 0.176
met2 | 28 | 211 | 2.41
met1 | 51 | 375 | 3.49
met5 | 0 | 0 | 0
met3 | 21 | 155 | 3.07
==> power groups by stage <==
stage | sequential (mW) | combinational [mW] | clock, mW
finish | 0.113 | 0.0370 | 0.134
global route | 0.113 | 0.0407 | 0.146
CTS | 0.113 | 0.0377 | 0.138
==> cell families (layout without fill, tap and decap cells) <==
family,after synthesis,in the layout,synth area share (%)
AOI/OAI and AO/OA,6,6,14.9
buffers and inverters,7,22,14.4
DFF,5,5,48.6
other,1,3,1.44
and+or+nand+nor,8,8,20.7
==> area by class of cell <==
type | count | share of cell area [%]
clock buffers | 4 | 5.60
inverters | 4 | 3.20
multi-input cells | 17 | 22.1
flip-flops and latches | 5 | 26.9
repair buffers | 14 | 29.9
well taps | 46 | 12.3
==> per-stage QoR <==
step           utilization, %  worst slack [ns]  instance area, µm²  total power, mW
6_report                 13.7            0.0833                 469            0.284
5_1_grt                  13.7           0.00236                 469            0.300
4_1_cts                  13.7            0.0671                 469            0.289
3_5_place_dp             13.0             0.337                 443            0.153
3_3_place_gp             13.0             0.356                 443            0.152
2_1_floorplan               -             0.816                 268            0.127
No activity file was given, so power comes from the tool's default toggle rates.
